<file path="flow/design.v">
module half_adder(input a,b, output
sum,cout,output [1:0]z);assign z=a+b;
assign sum=z[0]; assign
cout=z[1];
endmodule
module full_adder(input a,b,cin,output sum,cout,output [1:0]z);assign z=a+b+cin;
assign sum=z[0]; assign
cout=z[1];
endmodule
module two_bit_adder(input [1:0]a,b, output[1:0]sum,output
cout,output[2:0]z);wire x1;
half_adder u0(a[0],b[0],sum[0],x1);
full_adder u1(a[1],b[1],x1,sum[1],cout);assign
z={cout,sum[1],sum[0]}; endmodule
module three_bit_adder(input [2:0]a,b, output[2:0]sum,output
cout,output[3:0]z);wire x1,x2;
half_adder u0(a[0],b[0],sum[0],x1);
full_adder u1(a[1],b[1],x1,sum[1],x2);
full_adder u2 (a[2],b[2],x2,sum[2],cout);
assign z={cout,sum[2],sum[1],sum[0]};
endmodule
module four_bit_adder(input [3:0]a,b, output[3:0]sum,output
cout,output [4:0]z);
wire x1,x2,x3;
half_adder u0(a[0],b[0],sum[0],x1);
full_adder u1(a[1],b[1],x1,sum[1],x2);
full_adder u2 (a[2],b[2],x2,sum[2],x3);
full_adder u3 (a[3],b[3],x3,sum[3],cout);
assign z={cout,sum[3],sum[2],sum[1],sum[0]};endmodule
module five_bit_adder(input [4:0]a,b,
output[4:0]sum,output cout,output [5:0]z);wire x1,x2,x3,x4;
half_adder u0(a[0],b[0],sum[0],x1);
full_adder u1(a[1],b[1],x1,sum[1],x2);
full_adder u2 (a[2],b[2],x2,sum[2],x3);
full_adder u3 (a[3],b[3],x3,sum[3],x4);
full_adder u4(a[4],b[4],x4,sum[4],cout);
assign z={cout,sum[4],sum[3],sum[2],sum[1],sum[0]};endmodule
module six_bit_adder(input [5:0]a,b,
output[5:0]sum,output cout,output [6:0]z);wire
x1,x2,x3,x4,x5;
half_adder u0(a[0],b[0],sum[0],x1);
full_adder u1(a[1],b[1],x1,sum[1],x2);
full_adder u2 (a[2],b[2],x2,sum[2],x3);
full_adder u3 (a[3],b[3],x3,sum[3],x4);
full_adder u4 (a[4],b[4],x4,sum[4],x5);
full_adder u5 (a[5],b[5],x5,sum[5],cout);
assign z={cout,sum[5],sum[4],sum[3],sum[2],sum[1],sum[0]};endmodule
module ones_counter(input [63:0]in,output [6:0] y,output onehot,onecold);
wire [63:0] in2;wire[47:0]in3;wire[31:0]in4;wire[19:0]in5;wire [11:0]in6;
half_adder k0[31:0] (.a(in[63:32]),.b(in[31:0]),.z(in2));
two_bit_adder k1[15:0](.a(in2[63:32]),.b(in2[31:0]),.z(in3));
three_bit_adder k2[7:0](.a(in3[47:24]),.b(in3[23:0]),.z(in4));
four_bit_adder k3[3:0] (.a(in4[31:16]),.b(in4[15:0]),.z(in5));
five_bit_adder k4 [1:0](.a(in5[19:10]),.b(in5[9:0]),.z(in6));
six_bit_adder k5(.a(in6[11:6]),.b(in6[5:0]),.z(y));
assign onehot=y==1?1:0; assign
onecold=y==63?1:0;endmodule
</file>
<file path="flow/run.sh">
#!/bin/bash
# OpenROAD 26Q1-2900-gdf79404cd8, Yosys 0.63+post, stock flow scripts
make -C /OpenROAD-flow-scripts/flow DESIGN_CONFIG=/design/flow/config.mk WORK_HOME=/design/flow/orfs finish
</file>
<file path="flow/config.mk">
export PLATFORM = sky130hd
export DESIGN_NAME = ones_counter
export DESIGN_NICKNAME = ones_counter
export VERILOG_FILES = /design/flow/design.v
export SDC_FILE = /design/flow/constraint.sdc
export NUM_CORES = 4
export LEC_CHECK = 1
export CORE_UTILIZATION = 50
</file>
<file path="flow/constraint.sdc">
current_design ones_counter

set clk_period 11.3
set clk_io_pct 0.2

create_clock -name clk0 -period $clk_period

set non_clock_inputs [all_inputs -no_clocks]
set_input_delay [expr $clk_period * $clk_io_pct] -clock clk0 $non_clock_inputs
set_output_delay [expr $clk_period * $clk_io_pct] -clock clk0 [all_outputs]
</file>
==> flow_summary.yaml <==
# yosys + openroad results
setup_path:
  cp_max_fo: 3
  worst_ep_arrival_time_ns: 8.76
  critPathRequiredTime_ns: 9.04
  endpoint_kind: "output port"
  cp-start-kind: "input port"
  worstSetupPathType: "in2out"
route:
  route.met2.wl_um: 1396
  antenna_left: 0
  dr.pass1.iters: 4
  top_layer_used: "met3"
  drt-total-wl_um: 3316
  drtIter0Drc: 8
  num_antenna_cells: 0
  routedWlPerCell_um: 8.332
  routed-wl-met3_um: 199
  vias_per_cell: 4.111
  vias: 1636
  drc: 0
  met1_length_um: 1720
yosys:
  yosys_area_mm2: 0.002770
  area_leaders: "fa_1 53%, ha_1 28%, inv_1 15%"
  yosysUniqueCellTypes: 9
  synthSimpleGateAreaFrac_pct: 1.445
  yosys_cells: 262
  synthesis.area_mm2: 0.002770
  synth-xor-area-share_pct: 0
  common_cells: "114 x inv_1, 73 x fa_1, 63 x ha_1"
  largest_area_cell: "fa_1"
  ys_sh_adder_pct: 81.21
  logic_family: "adder cells"
  top_cell: "inv_1"
  synthAoiAreaFrac_pct: 0
  postSynthSeqShare_pct: 0
  syn_inst: 262
  avgSynthCellArea_um2: 10.57
  top_area_share_pct: 52.76
  synthMuxAreaShare_pct: 0
  yosys_warnings: 0
global_route:
  grt_max_degree: 4
  grt.total_usage_pct: 14.82
  grt_pass1_vias: 1696
  grt_overflow: 0
  grt_pass1_wl_um: 6817
  antenna_found_initial: 0
finish:
  flops: 0
  seqCellArea_um2: 0
  syn2layout_area_growth_pct: 27.64
  clock_buffers: 0
  layout-drive-gt1-share_pct: 0.3049
  post-route-util_pct: 67.93
sta:
  fmax_ghz: 0.09078
  maxSlewViolCount: 0
  final.period_utilization_pct: 97.48
  period_minus_slack_ns: 11.02
  whs_ns: 6.254
  tightest_slew_ns: 0.1820
  hold_viol: 0
  fin_ws_ns: 0.2847
  max_slew_margin_pct: 87.77
  tns_ns: 0
  rsz0062_at_grt: "false"
  setup_viol: 0
floorplan:
  fp_util_pct: 53.22
  chipArea_mm2: 0.005842
  fp.dieH_um: 76.44
  num_rows: 26
  core-area_mm2: 0.005205
  io_pins: 73
  die_w_um: 76.44
hold_path:
  min_path_type: "in2out"
place:
  port_buffers: 73
  dp_slack_ns: 0.2066
  hpwl_um: 3465
  place_congestion: 0.7740
job:
  cap_violations: 0
  log.warning_count: 65
clocking:
  cts_setup_buffers: 0
  cts_resized: 0
outcome:
  status: "completed"
## path summary, 6_finish.rpt
path | from | end | cells after the start
max | in[14] | onehot | 17
min | in[50] | y[0] | 7
## area by class of cell
cell class,count,area [um2]
Tap cell,70,87.58
Inverter,114,427.9
Fill cell,438,1669
Multi-Input combinational cell,141,2290
Timing Repair Buffer,73,730.7
## cells in the final DEF, fill, tap and decap left out, drive strengths merged
master	netlist	routed
clkdlybuf4s50	0	73
fa	73	73
ha	63	63
inv	114	114
nand2	1	1
nand4b	1	1
nor3	1	1
nor4	1	1
or4b	1	1
## cells by family (layout without fill, tap and decap cells)
group / after synthesis / count (layout)
fa+ha+maj: 136 / 136
buf+inv: 121 / 187
simple gates: 5 / 5
## repair_timing
action | in CTS | in global routing
setup endpoints to repair | 0 | 1
hold buffers | 0 | 0
endpoints found under the hold margin | 0 | 0
## routing by layer
layer	GRT usage [%]	vias up
met5	0	-
met4	0	0
met3	1.095	0
met2	21.35	44
met1	28.34	753
li1	-	839
## worst max-delay path, stage by stage
cell,delay [ns]
clkdlybuf4s50_1,0.40
ha_1,0.31
ha_1,0.22
fa_1,0.50
inv_1,0.05
fa_1,0.43
fa_1,0.50
fa_1,0.45
fa_1,0.50
fa_1,0.54
inv_1,0.05
fa_1,0.38
fa_1,0.44
fa_1,0.49
or4b_1,0.58
nor4_2,0.15
clkdlybuf4s50_1,0.50
## metrics by stage
stage	cell area, um2	cells
after CTS	3536	398
after detailed placement	3536	398
after floorplan	2770	262
final	3536	398
after global routing	3536	398
after global placement	3536	398
